## ./config.mk

```make
export PLATFORM = sky130hd
export DESIGN_NAME = clock
export DESIGN_NICKNAME = clock
export VERILOG_FILES = /design/flow/design.v
export SDC_FILE = /design/flow/constraint.sdc
export NUM_CORES = 4
export LEC_CHECK = 1
export CORE_UTILIZATION = 40
```

## ./constraint.sdc

```tcl
current_design clock

set clk_period 3.2
set clk_io_pct 0.2

create_clock -name clk0 -period $clk_period [get_ports {clk}]

set non_clock_inputs [all_inputs -no_clocks]
set_input_delay [expr $clk_period * $clk_io_pct] -clock clk0 $non_clock_inputs
set_output_delay [expr $clk_period * $clk_io_pct] -clock clk0 [all_outputs]
```

## ./design.v

```verilog
`timescale 1ns / 1ps
module clock(
    input clk,rst,
    output reg [3:0] an,
    output reg [0:6] seg
    );
    reg count_state;
  	reg alrm_state;
  	reg cnt_alrm_state;
  	reg alrm_activated;
    reg [1:0] digit_select;
    reg [3:0] sel,an0,an1,an2,an3;
    reg [18:0] digSelCnt;
    reg [26:0] count;
    always @(posedge clk) begin
        if(rst) begin
            	count_state <= 1;	 
  		    	alrm_state <= 0;
  		    	cnt_alrm_state <= 0;
          		alrm_activated <= 0;
            	count <= 0;
            	an0 <= 0;  
        		an1 <= 0;
          		an2 <= 2;
          		an3 <= 1; 
                end
      else if(count_state || cnt_alrm_state) begin
          		if(count==999 && an3==1 && an2==2 && an1==5 && an0==9) begin	 
                	count <= 0;
                	an0 <= 0; 
                	an1 <= 0;
                	an2 <= 1;
                	an3 <= 0; end
          		else if(count==999 && an3==0 && an2==9 && an1==5 && an0==9) begin	 
                	count <= 0;
              		an0 <= 0;
              		an1 <= 0;
              		an2 <= 0;
              		an3 <= 1; end
          		else if(count==999 && an1==5 && an0==9) begin   
            		count <= 0;
            		an0 <= 0;
            		an1 <= 0;
                	an2 <= an2 + 1; end		 
          		else if(count==999 && an1<5 && an0==9) begin	 
                	count <= 0;
            		an0 <= 0;
            		an1 <= an1 + 1; end	 
          		else if(count==999 && an0<9) begin
                	count <= 0;
            		an0 <= an0 + 1; end	 
          		else
            		count <= count + 1;	 
           end  
      end  
        always @(posedge clk) begin
            if(rst) begin
                digSelCnt <= 0;
                digit_select <= 0; end
            else if(!rst) begin
                if(digSelCnt==3) begin
                    digSelCnt <= 0;
                    digit_select <= digit_select + 1; end
                else 
                    digSelCnt <= digSelCnt + 1;
            end  
        end  
    always @(digit_select) begin
        case(digit_select)
            2'b00: begin an <= 4'b1110;     
                         sel <= an0; end
            2'b01: begin an <= 4'b1101;     
              			 sel <= an1; end
            2'b10: begin an <= 4'b1011;     
              			 sel <= an2; end
            2'b11: begin an <= 4'b0111;     
              			 sel <= an3; end
        endcase
    end	 
    always @(sel) begin
      case(sel)
        4'b0000: seg <= 7'b000_0001;  
        4'b0001: seg <= 7'b100_1111;  
        4'b0010: seg <= 7'b001_0010;  
        4'b0011: seg <= 7'b000_0110;  
        4'b0100: seg <= 7'b100_1100;  
        4'b0101: seg <= 7'b010_0100;  
        4'b0110: seg <= 7'b010_0000;  
        4'b0111: seg <= 7'b000_1111;  
        4'b1000: seg <= 7'b000_0000;  
        4'b1001: seg <= 7'b000_0100;  
        default: seg <= 7'b000_0001;  
      endcase
    end
endmodule
```

## ./run.sh

```bash
#!/bin/bash
# OpenROAD 26Q1-2900-gdf79404cd8, Yosys 0.63+post, stock flow scripts
make -C /OpenROAD-flow-scripts/flow DESIGN_CONFIG=/design/flow/config.mk WORK_HOME=/design/flow/orfs finish
```

==> flow_summary.yaml <==
# flow metrics
clock_tree:
  cts_tree: "done"
  cts.path.max_buffers: 2
  ctsHoldBuffers: 0
  cts_sinks: 61
  clk_pin_slew_worst_paths_ps: 70
  numCtsBuffers: 9
  clk_latency_ps: 350
  htree_levels: 3
  cts_root_buffer: "clkbuf_8"
power_and_ir_drop:
  power_density_nw_per_um2: 373.7
  leakage_nw: 1.214
  vdd_ir_drop_max_v: 0.0002203
worst_hold_path:
  hp-start: "digSelCnt[0]"
  min_to: "digSelCnt[0]"
  hold_depth: 1
  min_path_type: "register to register"
synth:
  avgSynthCellArea_um2: 8.356
  ys_area_um2: 3510
  synthArstFlopShare: 0
  fa_ha_area_frac: 0.06774
  synth.logic.top_family: "simple AND/OR/NAND/NOR gates"
  ys_cells: 420
  yosys_warnings: 1
  synthFlopType: "dfxtp_1"
  ys_sh_mux: 0.005704
  xor_area_frac: 0.06488
  ys_sh_simple: 0.2941
  netlist_instances: 420
  synth_seq_share: 0.3480
  yosys.area_share.aoi: 0.1668
  enable_flop_cells: 0
  synth.distinct_cells: 52
  ys.flops: 61
  syn_area_um2: 3510
global_route:
  track_usage: 0.1901
  grt_pass1_vias: 2807
  grt_remaining_overflow: 0
  grt_max_degree: 37
  grt_pass1_wl_um: 13460
  antenna_found_initial: 0
final_layout:
  drive_gt1_frac: 0.09885
  mostFrequentLayoutCells: "59 x dfxtp_1, 26 x nor2_1, 25 x inv_1, 25 x nand2_1, 22 x nor3_1"
  area_delta_synth_final_pct: 12.62
  lay_top_count: "dfxtp_1"
  final_cell_count_no_fill: 540
timing:
  drv_slew: 0
  max_slew_margin: 0.5695
  skew_ps: 11.41
  fmax_mhz: 321.5
  hold_violations: 0
  setup_viol: 0
  post-route-period-util: 0.9720
  rsz0062_at_grt: "yes"
  worst_pin_slew_ps: 641.4
  fin_hold_ws_ps: 470.5
  finalCriticalPeriod_ps: 3110
floorplan:
  core-area_um2: 8341
  die_area_um2: 9153
  rows: 33
  boundaryPins: 13
  fp_util: 0.4208
  die_h_um: 95.67
  die-width_um: 95.67
critical_path:
  r2r_end: "count[26]"
  max_stage_delay_ps: 470
  worstPathRequired_ps: 2560
  criticalPathCategory: "register to output pin"
  cp.arrival_ps: 2470
  worst-path-buf-inv: 3
  cp_cell_sequence: "inv_1 > ha_2 > a221o_1 > o21ai_2 > inv_2 > ha_1 > nand2_1 > a21oi_1 > clkdlybuf4s50_1"
  critPathCaptureType: "output pin"
  reg2reg_depth: 5
  start_kind: "register"
  cp_top_family: "AND-OR/OR-AND gates"
  r2r_slack_ps: 700
  cpMaxStageDelayCell: "clkdlybuf4s50_1"
  path_max_fanout: 5
  r2r_start: "count[0]"
routing:
  wl_met2_um: 3476
  avgViaCountPerCell: 5.822
  drc: 0
  vias: 3144
  routed_wl_um: 8057
  drtIter0Drc: 127
  wl_met3_um: 320
  dr.pass1.iters: 4
  met1_length_um: 4150
  wire_per_inst_um: 14.92
  diodes: 0
  final_antenna_net_count: 0
  top_layer: "met4"
flow_run:
  drv_cap: 0
  warning_count: 38
placed_design:
  numPortBuffers: 12
  place_congestion: 0.8269
  placedCellCount: 523
  dp_hpwl_um: 5604
outcome:
  status: "finished clean"
-- through the flow --
stage                     setup WS (ps)    util  TNS, ps  cell area, um^2  power [mW]
final                             89.50  0.4739        0             3953       1.477
after global routing             -56.56  0.4739   -92.05             3953       1.544
after CTS                         1.207  0.4704        0             3924       1.493
after global placement            275.6  0.4467        0             3726      0.8673
after detailed placement          180.7  0.4467        0             3726      0.8685
after floorplan                   842.9       -        0             3510      0.8393
-- worst reg2reg max path, cell delays in order, from the launching register on --
cell	delay (ps)
dfxtp_1	370
ha_1	300
nand3_1	210
or4_1	760
or4_1	550
a211oi_1	230
-- synth_stat cells (2+ instances only) --
cell type  number  share of area
o41ai_1         4          0.010
nor2_1         26          0.028
o31a_1          2         0.0050
nand4_1        15          0.027
a211oi_1       19          0.041
nand2b_1        3         0.0053
o31ai_1        13          0.028
a21oi_1        10          0.014
or2_2           3         0.0053
dfxtp_1        61           0.35
nor3b_1         2         0.0043
xor2_1          7          0.017
nor4b_1         3         0.0075
nand2_1        25          0.027
clkbuf_1       16          0.017
mux2i_1         2         0.0057
ha_1           19          0.068
nand3_1        21          0.030
clkbuf_2        2         0.0029
nor3_1         23          0.033
o21ai_0        12          0.017
xnor2_1        19          0.047
o211ai_1        2         0.0043
o32ai_1         4          0.010
or4_1          14          0.030
inv_1          28          0.030
o311ai_0        3         0.0075
or3_1          10          0.018
nor4bb_1        3         0.0086
and4_1          6          0.015
and3_1          7          0.012
o21a_1          3         0.0064
buf_2           2         0.0029
nor4_1         13          0.023
-- worst max path at each step --
stage / startpoint / endpoint / slack [ps] / cells after the start
after global routing: digit_select[1] / seg[3] / -60 / 9
final: digit_select[1] / seg[3] / 90 / 9
after CTS: digit_select[1] / seg[3] / 1 / 9
-- kinds of logic after synthesis --
logic type,count (synthesis)
AOI/OAI and AO/OA,82
xor gates and xnor gates,26
adders and majority gates,19
buffers and inverters,48
DFF,61
muxes,2
and+or+nand+nor,182
-- power by group --
part	switching (mW)	internal, mW
registers	0.00899	0.767
logic	0.0441	0.0347
clock network	0.303	0.319
total	0.356	1.12
-- cell type report --
| type | instances | area [um^2] |
|---|---|---|
| fillers | 814 | 4388 |
| multi-input cells | 311 | 2137 |
| flip-flops and latches | 61 | 1229 |
| repair buffers | 19 | 172.7 |
| clock buffers | 12 | 155.1 |
| well taps | 105 | 131.4 |
| inverters | 28 | 105.1 |
| clock inverters | 4 | 22.52 |
-- registers in the layout, indices dropped and copies added (netlist names) --
| register | count |
|---|---|
| an1 | 4 |
| count | 27 |
| an0 | 4 |
| digit_select | 2 |
| digSelCnt | 19 |
| an3 | 1 |
| an2 | 4 |
-- layer usage --
metal	vias up	track usage
met1	1480	0.2930
li1	1600	-
met2	54	0.2935
met3	10	0.03001
met4	0	0.02239
met5	-	0
-- what timing repair did --
item,in CTS,in global routing
pin swaps,0,1
setup endpoints to repair,7,7
resized,7,10
setup buffers,1,0
Power figures rest on the tool's default switching activity, not on a simulated workload.
